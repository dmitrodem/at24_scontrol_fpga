$ cat config.mk
export PLATFORM = sky130hd
export DESIGN_NAME = filter
export DESIGN_NICKNAME = filter
export VERILOG_FILES = /design/flow/design.v
export SDC_FILE = /design/flow/constraint.sdc
export NUM_CORES = 4
export LEC_CHECK = 1
export CORE_AREA = 10 10 81 81
export DIE_AREA = 0 0 91 91
$ cat constraint.sdc
current_design filter

set clk_period 2.1
set clk_io_pct 0.2

create_clock -name clk0 -period $clk_period [get_ports {clk}]

set non_clock_inputs [all_inputs -no_clocks]
set_input_delay [expr $clk_period * $clk_io_pct] -clock clk0 $non_clock_inputs
set_output_delay [expr $clk_period * $clk_io_pct] -clock clk0 [all_outputs]
$ cat run.sh
#!/bin/bash
# OpenROAD 26Q1-2900-gdf79404cd8, Yosys 0.63+post, stock flow scripts
make -C /OpenROAD-flow-scripts/flow DESIGN_CONFIG=/design/flow/config.mk WORK_HOME=/design/flow/orfs finish
$ cat design.v
`default_nettype none
module filter #(
    parameter WIDTH = 16
) (
  input wire  clk,
  input wire  rstn,
  input wire  i,
  output wire o);
  reg [WIDTH-1:0] r = {WIDTH{1'b0}};
  reg             v = 1'b0;
  always @(posedge clk or negedge rstn) begin
    if (~rstn) begin
      r <= {WIDTH{1'b0}};
      v <= 1'b0;
    end else begin
      r <= {r[WIDTH-2:0], i};
      if (r == {WIDTH{1'b0}})
        v <= 1'b0;
      else if (r == {WIDTH{1'b1}})
        v <= 1'b1;
    end
  end
  assign o = v;
endmodule
`default_nettype wire
==> run summary <==
Implementation run completed; key figures follow.

Routing:
- In the log, the iteration count for the first detailed-route pass is 4.
- The script parses the final routing iteration and logs DRC violations as 0.
- The run gives the number of diodes as 0.
- The final layout contains routed wiring with a total length of 724 um.
- The run gives the mean routed wirelength per cell as between 7 and 8 um.
- The run puts the mean number of vias per cell at ~2.7.
- In this run, the number of DRC markers left after iteration 0 of detailed routing was 11.
- Per the detail_route report, the via count comes to between 200 and 300.
- Once detail routing completed, the nets flagged for antenna violations numbered 0.

GRT:
- The number of antenna violations at the first check in global routing came to 0.
- The run puts the via count of the first global-routing pass at between 300 and 400.
- The run puts the global router's overall resource usage at roughly 1.9%.
- The run puts the sum of overflow across all layers after global routing at 0.
- The run puts the maximum number of pins on one net before global-route repair at 18.
- The run gives the wire length of the first global-routing pass as 1.359 mm.

Timing:
- The run gives the setup total negative slack as 0 ns.
- Pins over their slew limit in the final report were tallied at 0.
- The run gives the worst hold slack after final layout as 0.4035 ns.
- For the final database, setup skew stands at about 0.0033 ns.
- The run puts the post-route minimum period at 1.482 ns.
- The run gives the slew at the pin closest to its max-slew limit as 0.6705 ns.
- Setup repair after global routing left no endpoint under its margin.
- The run gives the portion of the clock cycle consumed by the worst path in the final layout as between 70% and 80%.
- The run gives the number of failing hold endpoints at the final stage as 0.
- Checking max transition, the worst relative margin is around 55%.
- The run puts the worst-case setup margin in the final layout at about 0.62 ns.
- The end-of-flow timing check tallies setup violations at 0.
- The run gives the timing-limited maximum frequency as 674.8 MHz.

Synthesis:
- The run gives the total of warnings raised by yosys as 1.
- Post-synth the commonest register cell is dfrtp_1.
- The run gives the area fraction in and, or, nand and nor cells after synthesis as about an eighth.
- The run puts the register bit total from synthesis at 17.
- The run puts the sequential share of the synthesized area at between 80% and 90%.
- The run puts the proportion of synthesized area in mux cells at 0%.
- Looking at the gate-level netlist, the highest instance count belongs to dfrtp_1.
- The run puts the xor/xnor share of the synthesized area at 0%.
- The run gives the area fraction of the dominant cell type after synthesis as 85.86%.
- The run gives the number of enable-type register cells in the synthesized netlist as 0.
- In the synthesized netlist, the dominant kind of combinational cell is simple AND/OR/NAND/NOR gates.
- Synthesis handed over a netlist of 28 instances.
- The run gives the area of the mapped netlist as roughly 500 um^2.
- After Yosys synthesis, AND-OR and OR-AND compound gates account for approximately 1.5% of the synthesized area.
- The run puts the area reported by Yosys stat at 495.5 um^2.
- For this design, Yosys synthesis ends with a cell count of 28.
- The run gives the distinct cell type count after synthesis as 4.
- The synthesized design spends more area on one cell type than any other, namely dfrtp_1.
- The synthesis run shows the most used standard cells to be dfrtp_1, nand4_1, nor4_1.
- Yosys attributes the largest share of cell area to dfrtp_1, nand4_1, nor4_1.
- The run puts the adder and majority cell fraction of the synthesized area at 0%.
- In the synthesized netlist the async set-or-reset flop fraction comes to 100.0%.
- The run gives the mean cell area of the mapped netlist as around 18 um^2.

Worst setup path:
- The run gives the buffer and inverter count on the worst path as 1.
- The data arrival time reported for the critical path is roughly 1.1 ns.
- Listed in order, past its start point the critical path passes clkdlybuf4s50_1.
- STA shows the worst reg2reg path with a cell count of 3.
- For the worst reg-to-reg path, the startpoint reported by OpenROAD is r[14].
- The run gives the required time at the endpoint of the critical path as around 1.7 ns.
- The STA report counts the stages on the worst setup path as 1.
- STA classifies the critical path endpoint as a primary output.
- STA classifies the critical path startpoint as a flop.
- The critical path is of the reg2out type.
- OpenSTA lists the critical path endpoint as o.
- The run gives the setup slack of the worst register-to-register path as approximately 1.0 ns.
- The run puts the largest fanout of any net on the critical path at 2.
- The critical path starts at v.
- The timing report attributes the biggest portion of critical-path delay to buffers and inverters.
- The run puts the worst stage delay on the critical path at around 0.47 ns.
- Per the STA report, the cell with the highest stage delay on the worst path is clkdlybuf4s50_1.
- The run gives the endpoint of the most critical register-to-register path as v.

Placement:
- The run puts the area after detailed placement at 609.3 um^2.
- The run gives the count of input and output buffers as 3.
- The run puts the detailed placement HPWL at 470.2 um.
- Per the placement report, the placed cell count is between 90 and 100.
- Timing analysis after detailed placement gives a worst setup slack of 0.7828 ns.
- The placement summary gives the final routability congestion estimate as between 0.7 and 0.8.

CTS:
- The run gives the clock sink count as 17.
- In this run the clock root is driven by a clkbuf_8.
- In this run, post-CTS hold repair placed 0 buffers.
- Post-CTS timing repair inserted 0 buffers for setup.
- The run puts the H-tree level count at 1.
- TritonCTS built the clock tree.
- The run puts the CTS buffer count at 3.
- The run puts the maximum count of clock buffers along a single path at 2.
- As reported, the later end of the worst-skew pair has a clock insertion delay of approximately 0.25 ns.
- The timing report gives the clock slew at the launch and capture registers of the worst setup and hold paths as around 0.06 ns.
- The run puts the total of cells resized after clock tree synthesis at 0.

Run status:
- The flow ran to the end, and the final reports show no timing, DRC or antenna violations.

Layout:
- The run puts the number of standard cells in the final layout excluding fillers at a little over 100.
- The post-route utilization of the core is recorded as a little over an eighth.
- The run gives the cell area after layout as about 650 um^2.
- Cells with a size suffix above 1 make up under 10% of the layout.
- The run puts the layout overhead on the synthesized area at 32.07%.

Pwr:
- The run gives the worst voltage drop across the vdd grid as a little over 500 uV.
- The run puts the static leakage at 0.2412 nW.
- The run puts the total power divided by cell area at 912.9 mW/mm^2.
- Overall power consumption after layout is estimated at between 0.5 and 0.6 mW.

Floorplanning:
- The run gives the floorplan core area as slightly below 0.005 mm^2.
- The run gives the die span in y as ~91 um.
- The chip occupies 0.008281 mm^2.
- The run gives the die width as between 90 and 100 um.
- The run puts the placement row count at 25.
- The run gives the number of primary I/O pins as 4.
- The run puts the core utilization at floorplan at a little over 10%.

Job:
- The run gives the number of max-capacitance violations reported as 0.
- The run puts the warning total across the stage logs at 25.

Worst hold path:
- The most critical min-delay path falls under reg2reg.
-- routing by layer --
layer / part of all wire (%) / wire, um / global-route usage [%] / vias up
li1: - / - / - / 121
met1: 43 / 311 / 1.994 / 146
met2: 45 / 325 / 3.282 / 9
met3: 8.6 / 62 / 1.079 / 4
met4: 3.3 / 24 / 0.5222 / 0
met5: 0 / 0 / 0 / -
-- cell families after synthesis --
| family | after synthesis |
|---|---|
| flops | 17 |
| simple gates | 10 |
| compound gates | 1 |
-- flip-flops by register name, summed over array words and instances (netlist names) --
| name | cells |
|---|---|
| v | 1 |
| r | 16 |
-- power breakdown --
part | leakage, nW | switching (mW) | internal [mW]
clock | 0.0228 | 0.0951 | 0.134
sequential | 0.200 | 0.0125 | 0.344
combinational | 0.0181 | 0.00683 | 0.00497
-- area by class of cell --
cell class	count	area [um^2]
fill	553	4163
tap	67	83.83
sequential	17	425.4
clock buffer	4	45.04
multi-input combinational	11	70.07
timing repair buffer	3	30.03
-- layout by cell type (no fill, tap or decap), drive strengths merged --
| master | count |
|---|---|
| clkdlybuf4s50 | 3 |
| nand4 | 5 |
| dfrtp | 17 |
| clkbuf | 4 |
| nor4 | 5 |
| o21a | 1 |
-- worst min path at each step --
stage,to,cells past startpoint,start,slack [ns]
after CTS,r[3],0,r[2],0.41
after global routing,r[3],0,r[2],0.42
final,r[11],0,r[10],0.40
Power is estimated from default activity; no workload was simulated.
